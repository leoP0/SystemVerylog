`run.sh`:
```
#!/bin/bash
# OpenROAD 26Q1-2900-gdf79404cd8, Yosys 0.63+post, stock flow scripts
make -C /OpenROAD-flow-scripts/flow DESIGN_CONFIG=/design/flow/config.mk WORK_HOME=/design/flow/orfs finish
```
`config.mk`:
```
export PLATFORM = sky130hd
export DESIGN_NAME = fifo
export DESIGN_NICKNAME = fifo
export VERILOG_FILES = /design/flow/design.v
export SDC_FILE = /design/flow/constraint.sdc
export NUM_CORES = 4
export LEC_CHECK = 1
export CORE_UTILIZATION = 40
```
`constraint.sdc`:
```
current_design fifo

set clk_period 2.0
set clk_io_pct 0.2

create_clock -name clk0 -period $clk_period [get_ports {rd_clk}]
create_clock -name clk1 -period $clk_period [get_ports {wr_clk}]

set non_clock_inputs [all_inputs -no_clocks]
set_input_delay [expr $clk_period * $clk_io_pct] -clock clk0 $non_clock_inputs
set_output_delay [expr $clk_period * $clk_io_pct] -clock clk0 [all_outputs]
```
`design.v`:
```
module fifo (
       input              wr_clk,    
       input              rd_clk,    
       input              reset_n,   
       input              wr,        
       input              rd,        
       input        [7:0] data_in,   
       output reg   [7:0] data_out,  
       output reg         empty,     
       output reg         full       
       );
        reg	[3:0]	rd_addr;	 
       	reg [3:0]	wr_addr;	 
		reg [3:0]	keeper; 	 
       	reg	[7:0] byte_0, byte_1, byte_2, byte_3, byte_4, byte_5, byte_6, byte_7;
	always_ff @(posedge wr_clk, negedge reset_n) begin
		if(!reset_n)	wr_addr <= '0;      
		else if(wr)		wr_addr <= wr_addr + 1;  
			else 	 	wr_addr <= wr_addr;  
	end
       always_ff @(posedge wr_clk, negedge reset_n) begin
			if(!reset_n) begin  
				byte_0   <= '0;  
				byte_1   <= '0;
				byte_2   <= '0;
				byte_3   <= '0;
				byte_4   <= '0;
				byte_5   <= '0;
				byte_6   <= '0;
				byte_7   <= '0;
			end
			else if(wr) begin
				unique case (wr_addr[2:0])
						3'b000 : byte_0 <= data_in;
						3'b001 : byte_1 <= data_in;
						3'b010 : byte_2 <= data_in;
						3'b011 : byte_3 <= data_in;
						3'b100 : byte_4 <= data_in;
						3'b101 : byte_5 <= data_in;
						3'b110 : byte_6 <= data_in;
						3'b111 : byte_7 <= data_in;
					default: begin
							byte_0 <= byte_0;
							byte_1 <= byte_1;
							byte_2 <= byte_2;
							byte_3 <= byte_3;
							byte_4 <= byte_4;
							byte_5 <= byte_5;
							byte_6 <= byte_6;
							byte_7 <= byte_7;
							end
				endcase
			end
       end
always_ff @(posedge rd_clk, negedge reset_n)
	begin
	if(!reset_n)	rd_addr <= 0;
	else if(rd)	  rd_addr <= rd_addr + 1;	 
	else          rd_addr <= rd_addr;     	 
end
always_comb begin
	unique case (rd_addr[2:0])
		3'b000 : data_out = byte_0;
		3'b001 : data_out = byte_1;
		3'b010 : data_out = byte_2;
		3'b011 : data_out = byte_3;
		3'b100 : data_out = byte_4;
		3'b101 : data_out = byte_5;
		3'b110 : data_out = byte_6;
		3'b111 : data_out = byte_7;
	endcase
end
	always_comb 
	begin
		empty = 1'b1;  
		full  = 1'b0;  
			if(rd_addr[2:0] == wr_addr[2:0])	 
			begin
				if(rd_addr[3] == wr_addr[3])	 
				begin
					full  = 1'b0;  
					empty = 1'b1;  
				end
				else begin
					full  = 1'b1;  
					empty = 1'b0;
				end
			end
			else begin
				full  = 1'b0;  
				empty = 1'b0;  
			end
	end
endmodule
```
==> run summary <==
run status: complete, but fails checks
failing checks: setup timing
Routed wire per std cell: 18.3 µm
most used cells in the layout excluding fill and tap cells: sky130_fd_sc_hd__dfrtp_1, sky130_fd_sc_hd__mux2_2, sky130_fd_sc_hd__buf_4, sky130_fd_sc_hd__buf_6, sky130_fd_sc_hd__clkbuf_8
global placer's final weighted congestion: 0.825
area of the core: 8340 µm²
register share after synthesis: 51.7%
Clock power frac: 18.7%
area reported by Yosys stat: 3480 µm²
worst-case hold path end point: byte_0[6]
combined area of all synthesized cells: 3480 µm²
clock tree from TritonCTS: built
Top cell excl fill/tap: sky130_fd_sc_hd__dfrtp_1
post-detailed-route via-to-cell ratio: 5.33
Layout area overhead: 33.8%
Finished Core Util: 55.9%
maximum number of pins on one net before global-route repair: 27
number of standard cells in the final layout excluding fillers: 427
Critical Path Source Type: flop
Post-DP Area: 3970 µm²
minimum hold slack: 0.503 ns
GRT Residual Overflow: 0
clock sink total: 72
setup ws final: -0.244 ns
Crit. End Element: output pin
IR drop worst, VDD: 0.804 mV
Unique masters post-synth: 35
die height: 95.3 µm
DP Cell Count: 393
worst reg2reg endpoint: byte_7[5]
Highest Signal Layer: met4
Tot GR Track Use: 19.7%
Final Total Pwr: 8.34 mW
mean instance size in the synthesized netlist: 13.8 µm²
row count: 33
worst-case clock skew: 0.00811 ns
FILL cells: 671
met2 wire length: 3720 µm
kind of critical path: reg2out
Sw Ratio: 32.2%
clock edge transition at the registers on the reported setup and hold paths: 0.08 ns
startpoint of the worst-slack reg-to-reg timing path: wr_addr[1]
number of global-route vias before repair: 2,337
detailed-router iteration count before antenna repair: 6
portion of total power attributed to sequential cells: 32.3%
routed length on met3: 269 µm
drt total wl: 7790 µm
Arr. time, crit path: 1.84 ns
flops & latches, synth: 72
max_cap viols: 0
drt initial violations: 75
total of endpoints with negative setup slack in the final report: 8
number of logged tool warnings: 36
cell total in the yosys stat output: 252
RSZ-0062 raised after global routing: true
Syn Inst Count: 252
half-perimeter wire length of the detailed placement result: 5110 µm
leakage: 2.03 nW
Ant. Diodes: 0
layout cell share with drive strength beyond 1: 56.2%
crit path max fanout: 4
Tightest Hold Check Type: reg2reg
global-route wire length before repair: 12,600 µm
post-placement worst setup slack: -0.361 ns
horizontal die dimension: 95.3 µm
initial antenna violation count: 0
cell-internal power: 5.66 mW
Worst Reg2Reg Path Length in Cells: 4
final-layout setup total negative slack: -1.60 ns
flop2flop setup slack: 0.26 ns
endpoint required time on the critical path: 1.60 ns
Final Slew Violations: 0
starting density of the core: 41.8%
Port Buf Inserts: 21
hold depth: 1
cell area after layout: 4660 µm²
wire length on met1: 3730 µm
Die Size: 9090 µm²
DR DRC count: 0
via count: 2,275
power density over the cells: 1790 nW/µm²
Switch Pwr: 2.68 mW
number of antenna-violating nets in the routed design: 0
Final Hold Vio Count: 0
critical hold path startpoint: byte_0[6]
normalized max-slew margin: 71.1%
top-level port count: 23
measured slew at the worst slew-check pin: 0.434 ns
Comb pwr share: 49.0%
count of warnings emitted by yosys: 1
[critical path: stages, from the launching register on]
cell,delay [ns]
sky130_fd_sc_hd__dfrtp_2,0.43
sky130_fd_sc_hd__buf_6,0.13
sky130_fd_sc_hd__buf_6,0.10
sky130_fd_sc_hd__or3_4,0.42
sky130_fd_sc_hd__buf_6,0.15
sky130_fd_sc_hd__buf_6,0.12
sky130_fd_sc_hd__nor2_4,0.11
sky130_fd_sc_hd__a31oi_4,0.04
sky130_fd_sc_hd__buf_2,0.12
[per-layer routing]
metal	vias to the layer above	global-route usage, %
li1	1055	-
met1	1181	29.7
met2	33	30.8
met3	6	5.11
met4	0	1.89
met5	-	0
[synthesized netlist by cell type (all sizes together)]
library cell | instances | area (µm²)
dfrtp | 72 | 1800
a22o | 12 | 105
a32oi | 1 | 8.76
or2 | 1 | 6.26
xor2 | 2 | 17.5
and2 | 1 | 6.26
a21boi | 1 | 7.51
nand3 | 4 | 35.0
o21ai | 2 | 10.0
clkbuf | 1 | 3.75
mux2 | 74 | 860
or3 | 1 | 6.26
buf | 9 | 61.3
nand4 | 2 | 12.5
a31oi | 7 | 43.8
o22a | 1 | 8.76
mux2i | 2 | 20.0
inv | 6 | 22.5
nor2 | 8 | 30.0
a221oi | 7 | 105
xnor2 | 6 | 52.6
nand2 | 15 | 63.8
ha | 12 | 150
a22oi | 1 | 7.51
a31o | 1 | 8.76
nor2b | 3 | 28.8
[sequential cells by signal, indices dropped and copies added, names as in the netlist]
signal,count
byte_0,8
byte_6,8
byte_5,8
byte_4,8
byte_1,8
byte_7,8
wr_addr,4
byte_2,8
byte_3,8
rd_addr,4
[repair_timing]
| action | CTS | global route |
|---|---|---|
| pin swaps | 31 | 12 |
| setup buffers | 15 | 1 |
| gates resized | 83 | 6 |
| setup endpoints to repair | 10 | 10 |
| hold endpoints to repair | 9 | 0 |
| hold buffers | 1 | 0 |
[power groups by stage]
stage	logic (mW)	registers (mW)	clock network (mW)
global route	4.43	2.78	1.67
finish	4.08	2.69	1.56
CTS	3.99	2.67	1.60
[final cells by class]
cell class | count | area (µm²) | area share [%]
Clock inverter | 6 | 111 | 2.39
Sequential cell | 72 | 1810 | 38.7
Multi-Input combinational cell | 164 | 1840 | 39.4
Inverter | 6 | 22.5 | 0.483
Clock buffer | 13 | 179 | 3.84
Tap cell | 105 | 131 | 2.82
Timing Repair Buffer | 61 | 577 | 12.4
[worst max path at each step]
| stage | from | endpoint | cells past startpoint |
|---|---|---|---|
| after global routing | rd_addr[0] | data_out[2] | 7 |
| after CTS | rd_addr[1] | data_out[7] | 8 |
| final | rd_addr[1] | data_out[1] | 8 |
[cells by family after synthesis]
logic type	Yosys count	share of synthesized area (%)
flip-flops	72	51.7
XOR/XNOR	8	2.01
adder cells (fa/ha/maj)	12	4.31
AND-OR/OR-AND	33	8.76
AND/OR/NAND/NOR	35	5.42
multiplexers	76	25.3
buffers and inverters	16	2.51
Power is estimated from default activity; no workload was simulated.
