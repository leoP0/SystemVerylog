--- design/flow/design.v ---
module VGA(
					input  logic MAX10_CLK1_50,		 
					input  logic [1:0] R_in, G_in, B_in,	 
					output logic [3:0] R,G,B,		 
					output logic h_sync,			 
					output logic v_sync 			 
);
logic enable_line;						
logic bus_disp_v, bus_disp_h;			 
logic half_and_half;					 
half_clk half_clk01(
          .clk(MAX10_CLK1_50),				 
          .half(half_and_half)				 
);
muxx muxx01(
		.clk(half_and_half),
		.select_input(bus_disp_h & bus_disp_v),  
		.R_in(R_in),
		.G_in(G_in),
		.B_in(B_in),
		.R(R),
		.G(G),
		.B(B)
);
h_sync h_sync01(
		.clk(half_and_half),
		.h_sync(h_sync),
		.h_display(bus_disp_h),			 
		.ena_line(enable_line)
);
v_sync v_sync01(
		.clk(half_and_half),
		.in_ena_line(enable_line),
		.v_sync(v_sync),
		.v_display(bus_disp_v)			 
);
endmodule
module h_sync (
					input  logic clk,			 
					output logic h_sync,		 
					output logic h_display,		 
					output logic ena_line		 
);
reg [9:0] h_counter;
always_ff @(posedge clk)
begin
		if (h_counter < 799)  
			begin
				h_counter <= h_counter + 1;
				ena_line <= 0;
			end
		else	 
			begin
				h_counter <= 0;
				ena_line <= 1;  
			end
end
always_ff @(posedge clk)
	begin
			if ( (h_counter >= 96) && (h_counter < 800) )	h_sync=1'b1;
			else	h_sync=1'b0;
	end
always_ff @(posedge clk)
	begin
			if(h_counter < 144)	h_display=1'b0;
			else if (h_counter < 784) h_display=1'b1;
			else h_display=1'b0;
	end
endmodule
module half_clk (
          input  logic clk,          
          output logic half = 0      
);
always_ff @(posedge clk)
    begin
        half = ~ half;  
    end
endmodule
module muxx(
				input logic clk,					 
				input logic select_input,  
				input logic [1:0] R_in, G_in, B_in,
				output logic [3:0] R,G,B
);
reg [3:0] R_color_hold, G_color_hold, B_color_hold;
always_comb
begin
		case(R_in)
				0: R_color_hold = 4'b0000;
				1: R_color_hold = 4'b0101;
				2: R_color_hold = 4'b1010;
				3: R_color_hold = 4'b1111;
				default: R_color_hold = 4'b0000;
		endcase
		case(G_in)
				0: G_color_hold = 4'b0000;
				1: G_color_hold = 4'b0101;
				2: G_color_hold = 4'b1010;
				3: G_color_hold = 4'b1111;
				default: G_color_hold = 4'b0000;
		endcase
		case(B_in)
				0: B_color_hold = 4'b0000;
				1: B_color_hold = 4'b0101;
				2: B_color_hold = 4'b1010;
				3: B_color_hold = 4'b1111;
				default: B_color_hold = 4'b0000;
		endcase
end
always_comb
begin
	case(select_input)
				0: begin
						R = 4'b0000;
						G = 4'b0000;
						B = 4'b0000;
					 end
				1: begin
						R = R_color_hold;
						G = G_color_hold;
						B = B_color_hold;
				 	end
				default: begin
									R = 4'b0000;
									G = 4'b0000;
									B = 4'b0000;
					 			 end
	endcase
end
endmodule
module v_sync (
					input  logic clk,			 
					input  logic in_ena_line,	 
					output logic v_sync, 		 
					output logic v_display 		 
);
reg [9:0] v_counter;
always_ff@(posedge clk)
	begin
			if (in_ena_line)
			begin
				if (v_counter < 524)			 
						v_counter <= v_counter + 1;
				else
						v_counter <= 0;
			end  
	end
always_ff@(posedge clk)
	begin
		v_sync <= 1'b0;  
			if(v_counter < 2)	v_sync<=1'b0;
			else if ((v_counter >= 2) && (v_counter < 525))	v_sync<=1'b1;
	end
always_ff@(posedge clk)
	begin
		v_display<=1'b0;  
			if(v_counter < 35) 
							v_display<=1'b0;
					else if ((v_counter >= 35) && (v_counter < 515))  
							v_display<=1'b1;
					else if ((v_counter > 515) && (v_counter < 525))
							v_display<=1'b0;
	end
endmodule
--- design/flow/run.sh ---
#!/bin/bash
# OpenROAD 26Q1-2900-gdf79404cd8, Yosys 0.63+post, stock flow scripts
make -C /OpenROAD-flow-scripts/flow DESIGN_CONFIG=/design/flow/config.mk WORK_HOME=/design/flow/orfs finish
--- design/flow/config.mk ---
export PLATFORM = sky130hd
export DESIGN_NAME = VGA
export DESIGN_NICKNAME = VGA
export VERILOG_FILES = /design/flow/design.v
export SDC_FILE = /design/flow/constraint.sdc
export NUM_CORES = 4
export LEC_CHECK = 1
export CORE_AREA = 10 10 114 114
export DIE_AREA = 0 0 124 124
--- design/flow/constraint.sdc ---
current_design VGA

set clk_period 1.7
set clk_io_pct 0.2

create_clock -name clk0 -period $clk_period [get_ports {MAX10_CLK1_50}]

set non_clock_inputs [all_inputs -no_clocks]
set_input_delay [expr $clk_period * $clk_io_pct] -clock clk0 $non_clock_inputs
set_output_delay [expr $clk_period * $clk_io_pct] -clock clk0 [all_outputs]
==> commit_impl_results.txt <==
Update PnR metrics after Yosys + OpenROAD run

- The flow ran to the end, and the final reports show no timing, DRC or antenna violations.
- In this run the cell area measured after placement is between 0.0015 and 0.002 mm2.
- Critical path start-end classification: in2out
* Yosys reg bits: 26
- Endpoint of the worst register-to-register path: half_clk01.half$_DFF_P_
- Cell Rows: 37
- The clock arrives with 0 ns of skew.
- Starting DRT DRC Count: 27
- Yosys warning tally: 4
- Proportion of register bits with asynchronous set or reset after synthesis: 0%
- The wire-length estimate of the detail-placed layout is 1900 um.
- Highest clock frequency the design can meet: around 660 MHz
* Reg-to-reg startpoint: half_clk01.half$_DFF_P_
* Endpoints left unconstrained: 37
- Hold Path Class: reg2reg
- The first global-routing pass estimated 4110 um of wire.
* Cell depth of the worst flop-to-flop path: 1
* Clk latency late pin: 0 ns
* Number of top-level design ports: 21
- Number of violations of the max-capacitance limit: 0
* Via Count: between 1k and 1.5k
- Data required time at the worst endpoint: around 1.4 ns
- Clock network fraction of total power: 0%
- Port Buffers: 20
- After clock tree synthesis, the clock-pin slew on the worst setup and hold paths is 0 ns.
- Per the synthesis report, the number of distinct cell types is 37.
* Maximum resistive drop on vdd: around 27 uV
- Worst setup slack after layout: around 0.18 ns
* Pre-CTS setup slack: -0.0891 ns
* Top-area cell type share of the netlist area: between 20% and 30%
* Data arrival time of the worst path: around 1.2 ns
- Headroom to the max-slew limit came out at approximately 70%.
- Layout overhead on the synthesized area: 21.9%
- Vertical die size: 124 um
- Summed over all instances, the cell type with the most area after synthesis is dfxtp_1.
- The power report shows net switching accounting for under 10% of the total.
- Routed WL per cell: between 8 and 9 um
* Final tally of setup violations: 0
- Cells taking the most area after synthesis: dfxtp_1, edfxtp_1, buf_4
- Instance count of the mapped netlist: 144
- The switching component of the power was reported as 0.00173 mW.
* Dominant register cell: dfxtp_1
- Finished Cell Area: around 0.0016 mm2
- The initial antenna violation count is 0.
* Power after layout: roughly 0.038 mW
- Post-DRT Antenna Nets: 0
- For this design, Yosys synthesis ends with a cell count of between 100 and 150.
- Worst Hold Path EP: half_clk01.half$_DFF_P_
- Overflow left after global routing: 0
- For the finished layout, the period the worst path requires is 1.52 ns.
- Type of destination of the critical path: output port
* Commonest cells in the synthesized netlist: dfxtp_1, nor2_1, edfxtp_1
* Vias per cell: 3.55
- The script computed a power per unit cell area of ~23 mW/mm2.
* Sequential cell fraction of total power: approximately 64%
* Reg2Reg Setup Slack: 1.25 ns
- A synthesized cell averages 9.34 um2.
- The stage logs contain a warning count of 31.
- The cell area that synthesis handed to floorplanning was between 0.001 and 0.0015 mm2.
- Combinational fraction of design power: 36.3%
- The via count of the first global-routing pass is 870.
- Per the final layout report, the fraction of cells sized above drive strength 1 comes to about 4.6%.
* Global router's overall resource usage: 3.01%
- Worst hold path startpoint: half_clk01.half$_DFF_P_
* FP Util: between 10% and 20%
* Routability cong.: just over 0.8
- Synth top cell by count: dfxtp_1
- Count of hold buffers inserted by post-cts repair: 0
- Origin of the worst setup path: G_in[1]
* Width of the die: around 120 um
* Worst Tran Pin Value: approximately 0.44 ns
- In the final report, the number of pins over their slew limit comes to 0.
- EDFF count, synth: 10
* Router iterations before antenna repair: 4
* Count of unclocked register or latch pins: 25
* Total routed wirelength: about 2500 um
- Die outline area: between 0.015 and 0.02 mm2
- STA classifies the critical path startpoint as an input pin.
* Total negative slack: 0 ns
- Entering global routing, the biggest net connects 26 pins.
- Final routed DRC violation total: 0
* Area figure in the yosys stat output: between 0.001 and 0.0015 mm2
* Pint: approximately 0.036 mW
- The leakage component of the power was reported as between 0.6 and 0.7 nW.
* Hold depth: 1
* Post-synthesis sequential area ratio: a little under half
- Cells fill between 10% and 20% of the core in the end.
- Crit-path max FO: 2
- Antenna diode count: 0
- The final hold violation count recorded for this run is 0.
* Placeable core region: roughly 0.010 mm2
* Setup repair after global routing missed its margin: no
- Share of the clock period used by the worst path after layout: approximately 89%
state kept, by name (all words and copies together), names as in the netlist:
| signal | cells |
|---|---|
| h_sync01.h_counter | 10 |
| v_sync01.v_counter | 10 |
| h_sync01.ena_line | 1 |
| h_sync01.h_display | 1 |
| h_sync01.h_sync | 1 |
| half_clk01.half | 1 |
| v_sync01.v_display | 1 |
| v_sync01.v_sync | 1 |
power groups by stage:
stage / Sequential, mW / Combinational [mW] / Clock [mW]
finish: 0.0239 / 0.0137 / 0
global route: 0.0239 / 0.0146 / 0
CTS: 0.0240 / 0.0136 / 0
timing repair:
action / CTS / global route
gates resized: 14 / 0
setup buffers: 0 / 0
setup endpoints to repair: 12 / 0
cells by family after synthesis:
| kind of cell | after synthesis | synth area share, % |
|---|---|---|
| flip-flops | 26 | 46.1 |
| buffers and inverters | 22 | 8.37 |
| AND/OR/NAND/NOR | 55 | 23.5 |
| AND-OR/OR-AND | 31 | 14.2 |
| adder cells (fa/ha/maj) | 4 | 3.72 |
| XOR/XNOR | 5 | 3.26 |
| multiplexers | 1 | 0.744 |
worst max path at each step:
stage | endpoint | slack, ns | cells past startpoint
after CTS | G[3] | 0.18 | 3
after global routing | B[3] | 0.13 | 3
final | G[3] | 0.18 | 3
layer usage:
layer,vias to the layer above,share of wire (%),global-route usage [%]
li1,532,-,-
met3,0,10,0.551
met1,467,49,4.43
met2,24,41,4.83
met5,-,0,0
met4,0,0,0
worst max-delay path: stages:
cell	delay, ns
clkdlybuf4s50_1	0.45
and3_1	0.17
dlygate4sd2_1	0.22
cell type report:
cell class / count / area (um2)
multi-input cells: 96 / 622
flip-flops and latches: 26 / 621
fillers: 1169 / 8780
inverters: 9 / 33.8
well taps: 136 / 170
repair buffers: 21 / 193
cells in the final DEF, fill, tap and decap left out:
cell,Yosys,layout
and3_1,6,4
a22oi_1,1,1
nor2b_1,2,2
nor4_4,1,1
nor4_1,3,3
and3_4,0,2
nor3_1,2,2
inv_1,9,9
dfxtp_1,16,16
a32oi_1,1,1
o21ai_1,2,2
nand3_1,8,8
xor2_1,1,1
or3_1,6,6
a21boi_0,1,1
mux2i_1,1,1
xnor2_1,4,4
o31ai_1,2,2
a21oi_2,1,1
edfxtp_1,10,10
nor2_1,12,12
nand4_2,2,2
buf_4,7,1
clkdlybuf4s50_1,0,8
a21boi_1,2,2
o21a_1,1,1
a21o_1,1,1
ha_1,4,4
o211ai_1,2,2
a21oi_1,9,9
dlygate4sd2_1,0,12
nand2b_1,2,2
a211oi_1,1,1
nand2_1,7,7
and4_1,2,2
nand4_1,2,2
a31oi_1,1,1
o21ai_0,6,6
through the flow:
stage                     std cells  hold WS [ns]
after floorplan                 144         0.547
after global placement          288         0.363
after detailed placement        288         0.363
after CTS                       288         0.363
after global routing            288         0.393
final                           288         0.361
Power figures rest on the tool's default switching activity, not on a simulated workload.
